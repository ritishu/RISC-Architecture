File: run.sh
#!/bin/bash
# OpenROAD 26Q1-2900-gdf79404cd8, Yosys 0.63+post, stock flow scripts
make -C /OpenROAD-flow-scripts/flow DESIGN_CONFIG=/design/flow/config.mk WORK_HOME=/design/flow/orfs finish
File: config.mk
export PLATFORM = sky130hd
export DESIGN_NAME = fsm
export DESIGN_NICKNAME = fsm
export VERILOG_FILES = /design/flow/design.v
export SDC_FILE = /design/flow/constraint.sdc
export NUM_CORES = 4
export LEC_CHECK = 1
export CORE_AREA = 10 10 82 82
export DIE_AREA = 0 0 92 92
File: constraint.sdc
current_design fsm

set clk_period 2.7
set clk_io_pct 0.2

create_clock -name clk0 -period $clk_period [get_ports {clock}]

set non_clock_inputs [all_inputs -no_clocks]
set_input_delay [expr $clk_period * $clk_io_pct] -clock clk0 $non_clock_inputs
set_output_delay [expr $clk_period * $clk_io_pct] -clock clk0 [all_outputs]
File: design.v
module fsm (start, clock, op, PcWr, ALUSrcA, ALUSrcB, ALUOp, Output, RegA, RegB, Read3, RegDst, MemtoReg, RegWr, MemR, MemW, EQbar,PcSrc);
    input [3:0] op;
    input clock, start;                                                              
    output reg PcWr, ALUSrcA, Output, RegB, Read3, RegDst, MemtoReg, RegWr, MemR, MemW, EQbar, PcSrc;
    output reg [1:0] ALUOp, RegA;
    output reg [2:0] ALUSrcB;
    wire [15:0] control;                                                             
    wire [21:0] current_state;
    reg [21:0] next_state;
    decoder_4x16 ID (.In(op), .Out(control));
    dff_22 state (.clk(clock), .d(next_state), .q(current_state), .rst(start));
    always @ (*) begin
        next_state[0] = current_state[6] | current_state[14] | current_state[15] | current_state[19] | current_state[20];
        next_state[1] = current_state[0] & (control[4] | control[5] | control[8] | control[11] | control[12] | control[15]);
        next_state[2] = current_state[1] & control[8];
        next_state[3] = current_state[1] & control[12];
        next_state[4] = current_state[1] & control[11];
        next_state[5] = current_state[1] & control[15];
        next_state[6] = current_state[2] | current_state[3] | current_state[4] | current_state[5] | current_state[8] | current_state[9] | current_state[10] | current_state[11] | current_state[12] | current_state[13] | current_state[21];
        next_state[7] = current_state[0] & (control[0] | control[6] | control[7] | control[9] | control[10] | control[13] | control[14]);
        next_state[8] = current_state[7] & control[9];
        next_state[9] = current_state[7] & control[10];
        next_state[10] = current_state[7] & control[13];
        next_state[11] = current_state[7] & control[14];
        next_state[12] = current_state[7] & control[7];
        next_state[13] = current_state[7] & control[6];
        next_state[14] = current_state[1] & (control[4] | control[5]);
        next_state[15] = current_state[0] & control[3];
        next_state[16] = current_state[0] & (control[1] | control[2]);
        next_state[17] = current_state[16];
        next_state[18] = current_state[17] & control[1];
        next_state[19] = current_state[18];
        next_state[20] = current_state[17] & control[2];
        next_state[21] = current_state[7] & control[0];
        PcWr = current_state[0] | current_state[15];
        ALUSrcA = current_state[2] | current_state[3] | current_state[4] | current_state[5] | current_state[8] | current_state[9] | current_state[10] | current_state[11] | current_state[12] | current_state[13] | current_state[14] | current_state[17];
        ALUSrcB[2] =  current_state[15] | current_state[17];
        ALUSrcB[1] = current_state[8] | current_state[9] | current_state[10] | current_state[11] | current_state[12] | current_state[13];
        ALUSrcB[0] = current_state[2] | current_state[3] | current_state[4] | current_state[5] | current_state[9] | current_state[11] | current_state[14] | current_state[15];
        ALUOp[1] = current_state[4] | current_state[5] | current_state[12] | current_state[13];
        ALUOp[0] = current_state[3] | current_state[5] | current_state[10] | current_state[11] | current_state[13] | current_state[14];
        Output = current_state[21];
        RegA[1] = current_state[16];
        RegA[0] = current_state[7];
        RegB = RegA[1];
        Read3 = current_state[1];
        RegDst = current_state[19];
        MemtoReg = RegDst;                                                                    
        RegWr = current_state[6] | current_state[19];        
        MemR = current_state[18];
        MemW = current_state[20];
        EQbar = op[0];
        PcSrc = current_state[14];
    end
endmodule
module dff_22 (clk, d, q, rst);
    input clk, rst;
    input [21:0] d;
    output reg [21:0] q;
    always @ (posedge clk or negedge rst)
        if (!rst)
            q <= 22'b00000_00000_00000_00000_01;
        else
            q <= d;
endmodule
module decoder_4x16(In, Out);
    input [3:0] In;
    output reg [15:0] Out;
    always @ (In) begin 
        case(In)
        4'b0000: Out = 16'b0000_0000_0000_0001;
        4'b0001: Out = 16'b0000_0000_0000_0010;
        4'b0010: Out = 16'b0000_0000_0000_0100;
        4'b0011: Out = 16'b0000_0000_0000_1000;
        4'b0100: Out = 16'b0000_0000_0001_0000;
        4'b0101: Out = 16'b0000_0000_0010_0000;
        4'b0110: Out = 16'b0000_0000_0100_0000;
        4'b0111: Out = 16'b0000_0000_1000_0000;
        4'b1000: Out = 16'b0000_0001_0000_0000;
        4'b1001: Out = 16'b0000_0010_0000_0000;
        4'b1010: Out = 16'b0000_0100_0000_0000;
        4'b1011: Out = 16'b0000_1000_0000_0000;
        4'b1100: Out = 16'b0001_0000_0000_0000;
        4'b1101: Out = 16'b0010_0000_0000_0000;
        4'b1110: Out = 16'b0100_0000_0000_0000;
        4'b1111: Out = 16'b1000_0000_0000_0000;
        endcase
    end
endmodule
==> datasheet_impl.txt <==
Table: implementation figures

Parameter                              Value

Run
  Number of warnings in the stage logs    25
  Max cap viols    0

Clocking
  Number of H-tree levels    1
  Clk pin slew, worst setup/hold paths    0.07 ns
  Maximum number of buffers from clock root to sink    2
  Insertion delay to the later sink of the worst-skew pair    0.25 ns
  Number of buffers inserted during clock tree synthesis    3
  Setup repair bufs after CTS    0
  Root buf cell    sky130_fd_sc_hd__clkbuf_8
  CTS tree    done
  TritonCTS sink count    22

Cells and area
  Share of post-route cells with drive strength above 1    12.5%
  Top register by number of flip-flops    state.q
  Utilization of the core after routing    24.6%
  Tally of filler cells in the layout    564
  Flip-flop count of the largest register after layout    22
  Syn-to-layout area delta    39.8%
  Largest registers    state.q x22

Global route
  Number of global-route vias before repair    677
  Number of antenna violations at the first check in global routing    0
  Wire length of the first global-routing pass    3400 µm
  Total gr overflow    0
  Global Route Usage Sum    4.75%
  Pin count of the biggest net entering global routing    23

Synth
  Cell area after synthesis    892 µm²
  Chip area in the Yosys report    892 µm²
  Netlist cell types    22
  Number of standard cells reported by yosys    82
  Number of flip-flops and latches in the synthesized netlist    22
  Share of the synthesized area in the top cell type    58.9%
  Synthesized area per cell    10.9 µm²
  Ys Warns    3
  Register area share after synthesis    61.9%
  Biggest area consumer among synthesized cells    sky130_fd_sc_hd__dfrtp_1
  Post-Syn Instances    82
  Biggest area cells    sky130_fd_sc_hd__dfrtp_1 59%, sky130_fd_sc_hd__and3_1 4.2%, sky130_fd_sc_hd__nand2_1 3.8%

Floorplan
  Core region area    5070 µm²
  Die Size    8460 µm²
  Core Rows    26
  Starting density of the core    17.6%
  Die height    92 µm
  Width of the chip    92 µm
  I/O pin cnt    25

Drt
  Initial drt markers    39
  Count of vias placed by the detailed router    649
  Average vias per placed instance    3.73
  Count of unresolved DRC violations after routing    0
  First-pass iteration count of the detailed router    4
  Aggregate routed wire length    1960 µm
  Average wire per cell in the routed design    11.3 µm
  Final antenna-violating net count    0
  Antenna cell count    0

Timing
  Final Max Slew Viols    0
  Period minus WS final    2.54 ns
  Worst clock skew on the final layout    0.00266 ns
  Worst relative slew slack    75.9%
  Tightest hold margin    0.376 ns
  Fmax    393 MHz
  Setup TNS Final    0 ns
  Worst Tran Pin Value    0.360 ns
  RSZ-0062 raised after global routing    false
  Final Hold Violation Tally    0
  Setup violation total in the final timing report    0
  Tcrit/Tclk final    94.2%

Placed design
  Port buffer count    24
  Routability cong.    0.758
  Dpl hpwl    1570 µm

Critical path
  Ordered list of cells on the worst path    or4_4, or4_1, clkdlybuf4s50_1
  Worst-path maximum fanout    3
  CP peak stage delay    0.54 ns
  Cell with the largest stage delay on the worst path    sky130_fd_sc_hd__or4_4
  Cell type group with the largest total delay on the critical path    simple AND/OR/NAND/NOR gates
  Worst Setup Start Kind    register
  Count of buffering cells on the critical path with inverters included    1
  Crit path arrival time    2.00 ns
  Critical Setup Path Class    register to output pin
  Crit path DRT    2.16 ns
  Capturing element type of the critical path    output pin

Status
  Result of the run    finished, final reports clean

Power
  Total power after layout    0.586 mW
  Worst supply voltage drop on vdd    0.000164 V
  Total power density per cell area    470 nW/µm²
  Static Leakage    0.600 nW

Worst hold path
  Worst hold path type    register to register
[layer usage]
layer  share of wire (%)  track usage (%)
met5                   0                0
met4                 1.4            0.900
met3                  11             2.39
met2                  40             6.29
met1                  47             6.83
[cell type report]
cell class,instances,area (µm²),area share (%)
multi-input cells,52,295,23.7
flip-flops and latches,22,552,44.2
clock buffers,4,55.1,4.41
repair buffers,26,258,20.7
well taps,70,87.6,7.02
[final timing paths]
check	from	endpoint	slack [ns]	cells after the start
worst max register to register	state.q[3]	state.q[6]	1.22	2
worst max-delay path	state.q[3]	ALUSrcA	0.16	3
worst min register to register	state.q[18]	state.q[19]	0.38	0
min in group asynchronous	start	state.q[7]	0.62	2
max in group asynchronous	start	state.q[0]	1.81	2
worst min-delay path	state.q[18]	state.q[19]	0.38	0
[cell usage after synthesis]
library cell and n:
sky130_fd_sc_hd__or2_2 3, sky130_fd_sc_hd__nor3_1 5, sky130_fd_sc_hd__or4b_4 1, sky130_fd_sc_hd__nor4_1 2, sky130_fd_sc_hd__xnor2_1 1, sky130_fd_sc_hd__and3_1 6, sky130_fd_sc_hd__nand2b_1 2, sky130_fd_sc_hd__nor2_1 9
sky130_fd_sc_hd__dfstp_2 1, sky130_fd_sc_hd__or3_2 1, sky130_fd_sc_hd__a21boi_0 1, sky130_fd_sc_hd__or4_1 3, sky130_fd_sc_hd__nand2_1 9, sky130_fd_sc_hd__buf_4 4, sky130_fd_sc_hd__nand3_1 2, sky130_fd_sc_hd__or4_4 1
sky130_fd_sc_hd__nor4b_1 1, sky130_fd_sc_hd__dfrtp_1 21, sky130_fd_sc_hd__clkbuf_1 4, sky130_fd_sc_hd__a21oi_1 1, sky130_fd_sc_hd__nor2b_1 3, sky130_fd_sc_hd__o31ai_1 1
[power breakdown]
group | internal, mW | switching (mW) | total (mW)
Combinational | 0.0140 | 0.0202 | 0.0341
Sequential | 0.329 | 0 | 0.329
Clock | 0.130 | 0.0933 | 0.223
[cell usage in the layout, fill, tap and decap left out]
cell / netlist / layout
sky130_fd_sc_hd__or4_1: 3 / 3
sky130_fd_sc_hd__dlymetal6s2s_1: 0 / 1
sky130_fd_sc_hd__nor3_1: 5 / 5
sky130_fd_sc_hd__nor2_1: 9 / 9
sky130_fd_sc_hd__buf_4: 4 / 2
sky130_fd_sc_hd__nand3_1: 2 / 2
sky130_fd_sc_hd__or4b_4: 1 / 1
sky130_fd_sc_hd__nor4_1: 2 / 2
sky130_fd_sc_hd__clkdlybuf4s50_1: 0 / 23
sky130_fd_sc_hd__dfrtp_1: 21 / 21
sky130_fd_sc_hd__nand2_1: 9 / 9
sky130_fd_sc_hd__nand2b_1: 2 / 2
sky130_fd_sc_hd__clkbuf_8: 0 / 4
sky130_fd_sc_hd__a21oi_1: 1 / 1
sky130_fd_sc_hd__or3_2: 1 / 1
sky130_fd_sc_hd__o31ai_1: 1 / 1
sky130_fd_sc_hd__nor4b_1: 1 / 1
sky130_fd_sc_hd__xnor2_1: 1 / 1
sky130_fd_sc_hd__or2_2: 3 / 3
sky130_fd_sc_hd__nor2b_1: 3 / 3
sky130_fd_sc_hd__or4_4: 1 / 1
sky130_fd_sc_hd__and3_1: 6 / 6
sky130_fd_sc_hd__dfstp_2: 1 / 1
sky130_fd_sc_hd__a21boi_0: 1 / 1
[logic make-up (layout without fill, tap and decap cells)]
kind of cell           Yosys count  after routing  share of synthesized area [%]
AND-OR/OR-AND                    3              3                           2.24
XOR/XNOR                         1              1                          0.982
buffers and inverters            8             30                           5.05
flip-flops                      22             22                           61.9
AND/OR/NAND/NOR                 48             48                           29.9
[metrics by stage]
step,instance area [µm²],std cells,setup WS [ns]
finish,1250,174,0.158
global route,1250,174,0.0531
CTS,1240,174,0.0508
detailed placement,1190,170,0.334
global placement,1190,170,0.343
floorplan,892,82,0.790
[repair_timing]
item	in CTS	in global routing
setup endpoints to repair	0	1
hold buffers	0	0
hold endpoints to repair	0	0
gates resized	0	1
Power is estimated from default activity; no workload was simulated.
